===== design.v =====
module arbiter #(
  parameter ARRAY_COL_ADDR_WIDTH    = 6,
            ARRAY_ROW_ADDR_WIDTH    = 16,
            ARRAY_DATA_WIDTH        = 64,
            AXI_LEN_WIDTH           = 8,
            FRAME_DATA_WIDTH        = 3 + ARRAY_COL_ADDR_WIDTH + ARRAY_ROW_ADDR_WIDTH +
                                      AXI_LEN_WIDTH + ARRAY_DATA_WIDTH,  
            ARRAY_FRAME_DATA_WIDTH  = 3 + ARRAY_COL_ADDR_WIDTH + ARRAY_ROW_ADDR_WIDTH +
                                      ARRAY_DATA_WIDTH  
  )(
  input                                 clk,
  input                                 rst_n,
  input                                 mc_en,
  input                                 axi2arb_wframe_valid,
  output                                axi2arb_wframe_ready,
  input   [FRAME_DATA_WIDTH-1:0]        axi2arb_wframe_data,
  input                                 axi2arb_rframe_valid,
  output                                axi2arb_rframe_ready,
  input   [FRAME_DATA_WIDTH-1:0]        axi2arb_rframe_data,
  output                                axi2array_frame_valid,
  input                                 axi2array_frame_ready,
  output  [ARRAY_FRAME_DATA_WIDTH-1:0]  axi2array_frame_data,
  input   [1:0]                         axi_rw_prio
  );
localparam  IDLE  = 2'd0,
            WR    = 2'd1,
            RD    = 2'd2;
reg [1:0]               arbiter_cs;
reg [1:0]               arbiter_ns;
reg                     cur_axi_rw_prio;  
reg [AXI_LEN_WIDTH-1:0] frame_cnt;  
reg [7:0]               len_reg;
wire                    wframe_eof;
wire                    rframe_eof;
assign  axi2arb_wframe_ready  = (arbiter_cs==WR) && axi2array_frame_ready;
assign  axi2arb_rframe_ready  = (arbiter_cs==RD) && axi2array_frame_ready;
assign  axi2array_frame_valid = ((arbiter_cs==WR) && axi2arb_wframe_valid) ||
                                ((arbiter_cs==RD) && axi2arb_rframe_valid);
assign  axi2array_frame_data  = (arbiter_cs==WR) ? axi2arb_wframe_data[88:0] :
                                (arbiter_cs==RD) ? axi2arb_rframe_data[88:0] : 'd0;
assign  wframe_eof  = axi2arb_wframe_data[88];
assign  rframe_eof  = axi2arb_rframe_data[88];
always @(posedge clk or negedge rst_n) begin
  if(~rst_n)
    cur_axi_rw_prio <=  'd0;
  else if((arbiter_cs==IDLE) && ({axi2arb_wframe_valid, axi2arb_rframe_valid}==2'b11))
    cur_axi_rw_prio <=  ~cur_axi_rw_prio;
end
always @(posedge clk or negedge rst_n) begin
  if(~rst_n)
    len_reg <=  'd0;
  else if(axi2arb_wframe_valid && axi2arb_wframe_ready)
    len_reg <=  axi2arb_wframe_data[96:89];
  else if(axi2arb_rframe_valid && axi2arb_rframe_ready)
    len_reg <=  axi2arb_rframe_data[96:89];
end
always @(posedge clk or negedge rst_n) begin
  if(~rst_n)
    frame_cnt <=  'd0;
  else if(frame_cnt==(len_reg+1)*4)
    frame_cnt <=  'd0;
  else if(axi2array_frame_valid && axi2array_frame_ready)
    frame_cnt <=  frame_cnt + 1;
end
always @(posedge clk or negedge rst_n) begin
  if(~rst_n)
    arbiter_cs  <=  1'b0;
  else
    arbiter_cs  <=  arbiter_ns;
end
always @(*) begin
  arbiter_ns  = IDLE;  
  case(arbiter_cs)
    IDLE: begin
      case({axi2arb_wframe_valid, axi2arb_rframe_valid})
        2'b00:  arbiter_ns  = IDLE;
        2'b01:  arbiter_ns  = RD;
        2'b10:  arbiter_ns  = WR;
        2'b11:  begin  
          case(axi_rw_prio)
            2'b00:  arbiter_ns  = RD;
            2'b01:  arbiter_ns  = WR;
            2'b10:  arbiter_ns  = cur_axi_rw_prio ? WR : RD;
            2'b11:  arbiter_ns  = WR;
          endcase
        end
      endcase
    end
    WR: begin
      if(axi2array_frame_valid && axi2array_frame_ready && wframe_eof && (frame_cnt==((len_reg+1)*4-1)))
        arbiter_ns  = IDLE;
      else
        arbiter_ns  = WR;
    end
    RD: begin
      if(axi2array_frame_valid && axi2array_frame_ready && rframe_eof && (frame_cnt==((len_reg+1)*4-1)))
        arbiter_ns  = IDLE;
      else
        arbiter_ns  = RD;
    end
  endcase
end
endmodule

===== run.sh =====
#!/bin/bash
# OpenROAD 26Q1-2900-gdf79404cd8, Yosys 0.63+post, stock flow scripts
make -C /OpenROAD-flow-scripts/flow DESIGN_CONFIG=/design/flow/config.mk WORK_HOME=/design/flow/orfs finish

===== config.mk =====
export PLATFORM = sky130hd
export DESIGN_NAME = arbiter
export DESIGN_NICKNAME = arbiter
export VERILOG_FILES = /design/flow/design.v
export SDC_FILE = /design/flow/constraint.sdc
export NUM_CORES = 4
export LEC_CHECK = 1
export CORE_AREA = 10 10 121 121
export DIE_AREA = 0 0 131 131

===== constraint.sdc =====
current_design arbiter

set clk_period 7.1
set clk_io_pct 0.2

create_clock -name clk0 -period $clk_period [get_ports {clk}]

set non_clock_inputs [all_inputs -no_clocks]
set_input_delay [expr $clk_period * $clk_io_pct] -clock clk0 $non_clock_inputs
set_output_delay [expr $clk_period * $clk_io_pct] -clock clk0 [all_outputs]

==> out/results.env <==
POSTSYNTH.ASYNCRESETSHARE=1.00
ADDER_SHARE=0.0213
POWER.SHARE.CLOCK=0.330
STATUS='finished, final reports clean'
TIMING.HOLD.WORST.CLASS='reg -> reg'
PART_OF_THE_POWER_IN_COMBINATIONAL_LOGIC=0.339
DIE-HEIGHT_UM=131
CTS_RESIZED=0
P_INT_uW=287
SYNTHESIS.AREA_MM2=0.00235
FIRST_PASS_GRT_WIRE_LENGTH_MM=20.9
LAYOUT_MIN_CYCLE_TIME_PS=4280
DPL.HPWL_MM=13.4
SLEW_VIOLS_FINAL=0
ROWS=40
TOTAL_SWITCHING_POWER_uW=57.6
SETUP-TNS-FINAL_PS=0
SYNTH.YOSYS.NUM_CELLS=282
TIMING.FINAL.HOLD_VIOLATIONS=0
IO_PINS=294
POWER.SEQUENTIAL.FRACTION=0.331
POSTLAYOUTSETUPSLACKWORST_PS=2820
TRITONCTS_CLOCK_TREE='yes'
WORST_SETUP_PATH_STARTPOINT='arbiter_cs[2]$_DFF_PN0_'
CLKSINKCOUNT=20
CLK-INSERTION-DELAY-LATE_PS=250
GR-TOTAL-OVERFLOW=0
WORSTREG2REGSTART='len_reg[0]$_DFFE_PN0P_'
SYNTH.AVG_CELL_AREA_UM2=8.32
REG2REG_SETUP_SLACK_PS=4630
HOLD_BUFFER_COUNT_AT_CTS=0
DRCVIOLATIONCOUNT=0
SETUP_VIOLATIONS=0
FINAL.SETUP_SKEW_PS=2.36
SETUP.WORST_PATH.END_CLASS='output pin'
GLOBAL_ROUTE.USAGE.TOTAL=0.163
CLKSLEWWORSTSETUPHOLDPATHS_PS=50
SYNTHESIS.YOSYS.WARNINGS=1
FILLERINSTANCES=1145
FINAL_ANTENNA_NET_COUNT=0
CLOCK_PATH_BUFFERS=2
GRT_START_MAX_NET_PINS=76
ROUTED_WL_MM=15.3
CTS.ROOT.BUFFER_CELL='clkbuf_16'
COMPLEX_GATE_FRACTION_OF_THE_SYNTHESIZED_AREA=0.414
SYN-INSTANCE-COUNT=282
CELLPOWERDENSITY_mW_PER_MM2=62.8
POST_CTS.REPAIR.SETUP_BUFFERS=0
CRITPATHKIND='reg -> out'
REG2REG_TO='frame_cnt[7]$_DFFE_PN0P_'
VIA_COUNT=3270
POST_SYNTH_XOR_AREA_FRACTION=0.0933
CORE_AREA_MM2=0.0121
SYNTH.YOSYS.CHIP_AREA_MM2=0.00235
FP.DIEAREA_MM2=0.0172
WORST_EP_ARRIVAL_TIME_PS=2860
GRT_PASS1_VIAS=3292
PLACE_WS_PS=2960
SYNTH_CELL_TYPES=46
P_LEAK_uW=0.00216
H-TREE-DEPTH=1
SLEW_OF_THE_PIN_WITH_THE_LOWEST_SLEW_MARGIN_PS=753
SYN2LAYOUT_AREA_GROWTH_PCT=134
MIN_PERIOD_OVER_PERIOD=0.603
FLOORPLANUTILIZATION=0.195
RSZ0062_AT_GRT='no'
CRITICAL_PATH_PEAK_FANOUT=56
GPL_WTD_CONG=0.912
EDF_COUNT=0
TOPCOMBFAMILYBYAREA='AND-OR/OR-AND gates'
TIMING.MAX_CAP.VIOLATIONS=0
CRITICAL_HOLD_PATH_STARTPOINT='cur_axi_rw_prio$_DFFE_PN0P_'
DIE_W_UM=131
MULTIPLEXER_SHARE=0.0469
REG2REGPATHDEPTH=7
DRT-VIAS-PER-INSTANCE=4.53
YS_SEQ_FRAC=0.214
ANTENNA_CELLS_INSERTED=0
CTS_MADE_BUFFERS=3
STAGE_LOG_WARNINGS=28
TIMING.CRITICAL_PATH.FROM_TYPE='register'
AVGROUTEDWIREPERCELL_UM=21.2
FMAX_MHz=234
VDD_IR_DROP_MAX_mV=0.0701
DRT_ITER0_DRC=159
FINAL_LAYOUT_SIZE_SUFFIX_GT1_FRAC=0.0343
SYNTH.CELLMIX.SIMPLESHARE=0.157
GRT_ANTENNA_BEFORE_REPAIR=0
CRITPATHCAPTURE='axi2array_frame_data[17]'
PORT_BUFFERS=292
SWITCHING_SHARE=0.167
FIRST_PASS_ITERS=4
CRITPATHREQUIREDTIME_PS=5680
POSTSYNTH.TOPFLOPCELL='dfrtp_1'
MAX_SLEW_MARGIN=0.498
SYNTH.FF_LATCH_COUNT=20
-- worst min path at each step --
stage     slack (ps)                     endpoint  depth (start not counted)
4_1_cts          480  cur_axi_rw_prio$_DFFE_PN0P_                          1
5_1_grt          500  cur_axi_rw_prio$_DFFE_PN0P_                          1
6_report         480  cur_axi_rw_prio$_DFFE_PN0P_                          1
-- per-layer routing --
metal,up-vias,global-route usage,share of wire
met5,-,0,0
met4,0,0.00916,0.0050
met3,4,0.0474,0.068
met2,114,0.297,0.55
met1,1523,0.193,0.37
li1,1629,-,-
-- placed cells by master (no fill, tap or decap), types with 2 or more instances in the layout --
cell type	count
a31oi_1	2
ha_1	4
nand4_1	3
o21ai_0	12
xor2_1	12
nand3_1	6
xnor2_1	13
buf_4	3
nor2_1	16
inv_1	5
and2_1	3
clkdlybuf4s50_1	292
a21oi_1	5
dfrtp_1	18
mux2i_1	11
nor3_1	4
a22o_1	89
nand2_1	24
clkbuf_16	3
-- critical path, cell delays in order (launching register included) --
cell and delay [ps]:
dfrtp_2 550, nor2b_4 640, buf_4 610, a22o_1 220, clkdlybuf4s50_1 550
-- through the flow --
| stage | util | instances | hold slack (ps) | total power, µW | area (µm²) |
|---|---|---|---|---|---|
| floorplan | - | 282 | 446 | 118 | 2350 |
| global placement | 0.448 | 718 | 471 | 232 | 5400 |
| detailed placement | 0.448 | 718 | 469 | 233 | 5400 |
| CTS | 0.454 | 722 | 480 | 349 | 5480 |
| global route | 0.454 | 722 | 501 | 360 | 5480 |
| finish | 0.454 | 722 | 482 | 344 | 5480 |
-- area by class of cell --
| type | instances | area [µm²] | area share |
|---|---|---|---|
| multi-input combinational | 230 | 1730 | 0.315 |
| timing repair buffer | 295 | 2950 | 0.537 |
| inverter | 5 | 18.8 | 0.00342 |
| tap | 168 | 210 | 0.0383 |
| sequential | 20 | 503 | 0.0918 |
| clock buffer | 4 | 78.8 | 0.0144 |
-- power groups by stage --
stage | clock (µW) | sequential (µW) | combinational [µW]
CTS | 117 | 114 | 118
global route | 122 | 114 | 124
finish | 114 | 114 | 117
-- Yosys cell counts (2+ instances only) --
library cell | n | area, µm²
buf_1 | 4 | 15.0
nand2_1 | 24 | 90.1
clkbuf_1 | 19 | 71.3
a22o_1 | 89 | 780
nand4_1 | 3 | 18.8
a31oi_1 | 2 | 12.5
mux2i_1 | 11 | 110
inv_1 | 5 | 18.8
dfrtp_1 | 19 | 475
a21oi_1 | 5 | 25.0
xnor2_1 | 13 | 114
nor2_1 | 16 | 60.1
and2_1 | 3 | 18.8
nor3_1 | 4 | 20.0
nor2b_1 | 2 | 12.5
o21ai_0 | 12 | 60.1
xor2_1 | 12 | 105
nand3_1 | 6 | 30.0
buf_2 | 3 | 15.0
ha_1 | 4 | 50.1
-- cell families after synthesis --
group	count (synthesis)
mux	11
fa+ha+maj	4
simple gates	72
compound gates	118
xor+xnor	25
buf+inv	32
flops	20
Power and IR drop assume default switching activity.

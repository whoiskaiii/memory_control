--- flow/run.sh ---
#!/bin/bash
# OpenROAD 26Q1-2900-gdf79404cd8, Yosys 0.63+post, stock flow scripts
make -C /OpenROAD-flow-scripts/flow DESIGN_CONFIG=/design/flow/config.mk WORK_HOME=/design/flow/orfs finish
--- flow/constraint.sdc ---
current_design axi_slv_wchannel

set clk_period 18.8
set clk_io_pct 0.2

create_clock -name clk0 -period $clk_period [get_ports {clk}]

set non_clock_inputs [all_inputs -no_clocks]
set_input_delay [expr $clk_period * $clk_io_pct] -clock clk0 $non_clock_inputs
set_output_delay [expr $clk_period * $clk_io_pct] -clock clk0 [all_outputs]
--- flow/design.v ---
module axi_slv_wchannel #(
  parameter AXI_DATA_WIDTH  = 256,
            AXI_ADDR_WIDTH  = 25
  )(
  input                         clk,  
  input                         rst_n,
  input                         axi_s_awvalid,
  output                        axi_s_awready,
  input   [7:0]                 axi_s_awlen,
  input   [AXI_ADDR_WIDTH-1:0]  axi_s_awaddr,
  input                         axi_s_wvalid,
  output                        axi_s_wready,
  input                         axi_s_wlast,
  input   [AXI_DATA_WIDTH-1:0]  axi_s_wdata,
  output                        axi2arb_wframe_valid,
  input                         axi2arb_wframe_ready,
  output  [96:0]                axi2arb_wframe_data
  );
localparam  IDLE  = 1'b0,
            WR    = 1'b1;
reg           wchannel_cs;
reg           wchannel_ns;
reg   [21:0]  awaddr_reg;  
reg   [7:0]   awlen_reg;  
wire          wframe_sof;
wire          wframe_eof;
reg           wframe_eof_last;
reg   [10:0]  wframe_cnt;
wire          wchannel_fifo_wr;
wire          wchannel_fifo_full;
wire          wchannel_fifo_rd;
wire  [63:0]  wchannel_fifo_dout;
wire          wchannel_fifo_empty;
assign  axi_s_awready         = (wchannel_cs==IDLE);
assign  axi_s_wready          = !wchannel_fifo_full;
assign  axi2arb_wframe_valid  = ((wchannel_cs==WR) && !wchannel_fifo_empty);
assign  axi2arb_wframe_data   = {awlen_reg, wframe_eof, wframe_sof, 1'b1, wchannel_fifo_dout, awaddr_reg};
assign  wchannel_fifo_wr = (axi_s_wvalid & axi_s_wready);
assign  wchannel_fifo_rd = (axi2arb_wframe_ready & !wchannel_fifo_empty);
assign  wframe_sof      = (axi2arb_wframe_valid && ((wframe_cnt==0) || (awaddr_reg[5:0]==0)));
assign  wframe_eof      = ((awaddr_reg[5:0]==63) || wframe_eof_last);
always @(posedge clk or negedge rst_n) begin
  if(~rst_n)
    wframe_eof_last <=  1'b0;
  else if(wframe_cnt==((awlen_reg+1)*4-1))
    wframe_eof_last <=  1'b1;
  else if(wchannel_cs==IDLE)
    wframe_eof_last <=  1'b0;
end
always @(posedge clk or negedge rst_n) begin
  if(!rst_n)
    awaddr_reg  <=  'd0;
  else if(axi_s_awvalid & axi_s_awready)
    awaddr_reg  <=  axi_s_awaddr[3+:22];  
  else if(axi2arb_wframe_valid & axi2arb_wframe_ready)
    awaddr_reg  <=  awaddr_reg + 1'b1;  
end
always @(posedge clk or negedge rst_n) begin
  if(!rst_n)
    awlen_reg <=  'd0;
  else if(axi_s_awvalid & axi_s_awready)
    awlen_reg <=  axi_s_awlen;
end
always @(posedge clk or negedge rst_n) begin
  if(!rst_n)
    wframe_cnt  <=  'd0;
  else if(wframe_eof_last)
    wframe_cnt  <=  'd0;
  else if(axi2arb_wframe_valid & axi2arb_wframe_ready)
    wframe_cnt  <=  wframe_cnt + 1;
end
always @(posedge clk or negedge rst_n) begin
  if(!rst_n)
    wchannel_cs <=  IDLE;
  else
    wchannel_cs <=  wchannel_ns;
end
always @(*) begin
  wchannel_ns = IDLE;  
  case(wchannel_cs)
    IDLE: wchannel_ns = axi_s_awvalid ? WR : IDLE;
    WR:   wchannel_ns = (axi2arb_wframe_valid & axi2arb_wframe_ready & wframe_eof_last) ? IDLE : WR;
  endcase
end
sync_fifo_256to64 #(
  .DATA_WIDTH_I (256),
  .DATA_WIDTH_O (64),
  .FIFO_DEPTH   (8),
  .OUTPUT_MODE  (0)
  ) u_sync_fifo_256to64 (
  .clk        (clk),
  .rst_n      (rst_n),
  .fifo_wr    (wchannel_fifo_wr),
  .fifo_din   (axi_s_wdata),
  .fifo_full  (wchannel_fifo_full),
  .fifo_rd    (wchannel_fifo_rd),
  .fifo_dout  (wchannel_fifo_dout),
  .fifo_empty (wchannel_fifo_empty)
);
endmodule
module sync_fifo_256to64 #(
  parameter DATA_WIDTH_I  = 256, 
  parameter DATA_WIDTH_O  = 64,
  parameter FIFO_DEPTH    = 8,
  parameter OUTPUT_MODE   = 0  
  )(
  input                           clk,
  input                           rst_n,
  input                           fifo_wr,
  input       [DATA_WIDTH_I-1:0]  fifo_din,
  output                          fifo_full,
  input                           fifo_rd,
  output  reg [DATA_WIDTH_O-1:0]  fifo_dout,
  output                          fifo_empty
  );
localparam  ADDR_WIDTH  = $clog2(FIFO_DEPTH);
reg [ADDR_WIDTH-1:0]  rd_ptr;
reg [ADDR_WIDTH-1:0]  wr_ptr;
reg [ADDR_WIDTH:0]    fifo_cnt;
reg [DATA_WIDTH_O-1:0]  buf_mem [0:FIFO_DEPTH-1];
integer i;
always @(posedge clk or negedge rst_n) begin
  if(!rst_n)
    for(i=0; i<FIFO_DEPTH; i=i+1)
      buf_mem[i]  <=  {DATA_WIDTH_O{1'b0}};
  else if(fifo_wr)
    {buf_mem[wr_ptr+3], buf_mem[wr_ptr+2], buf_mem[wr_ptr+1], buf_mem[wr_ptr]} <=  fifo_din;
end
always @(posedge clk or negedge rst_n) begin
  if(!rst_n)
    wr_ptr  <=  'b0;
  else if(fifo_wr)
    wr_ptr  <=  wr_ptr + 'd4;
end
assign  fifo_full = (fifo_cnt > 'd4);
generate
  if(OUTPUT_MODE == 0)
    always @(*)
      fifo_dout = buf_mem[rd_ptr];
  else begin
    always @(posedge clk or negedge rst_n) begin
      if(!rst_n)
        fifo_dout <=  'b0;
      else if (fifo_rd)
        fifo_dout <=  buf_mem[rd_ptr];
    end
  end
endgenerate
always @(posedge clk or negedge rst_n) begin
  if(!rst_n)
    rd_ptr  <=  'b0;
  else if(fifo_rd)
    rd_ptr  <=  rd_ptr + 1'b1;
end
assign  fifo_empty  = (fifo_cnt == 'd0);
always @(posedge clk or negedge rst_n) begin
  if(!rst_n) begin
    fifo_cnt  <=  'd0;
  end else if(fifo_wr & fifo_rd) begin
    fifo_cnt  <=  fifo_cnt + 'd3;
  end else if(fifo_wr) begin
    fifo_cnt  <=  fifo_cnt + 'd4;
  end else if(fifo_rd) begin
    fifo_cnt  <=  fifo_cnt - 'd1;
  end
end
endmodule
--- flow/config.mk ---
export PLATFORM = sky130hd
export DESIGN_NAME = axi_slv_wchannel
export DESIGN_NICKNAME = axi_slv_wchannel
export VERILOG_FILES = /design/flow/design.v
export SDC_FILE = /design/flow/constraint.sdc
export NUM_CORES = 4
export LEC_CHECK = 1
export CORE_UTILIZATION = 50
==> flow_summary.ini <==
; generated from flow reports
[status]
status = finished clean

[clock_tree]
clock-sinks = 563
htree_levels = 2
clock_path_buffers = 3
clk_pin_slew_ps = 60
root_buffer = clkbuf_16
insertion_delay_ps = 610
ctsHoldBuffers = 0
numCtsBuffers = 60
cts_tree = yes
cts_resized = 0
cts_post_setup_buffers_inserted = 0

[flow_run]
max_cap_violations = 0
log.warning_count = 38

[layout]
stdcell_area_um2 = 32000
final_cells = 3000
area_delta_synth_final_pct = 24.5
drive_gt1_frac = 0.336
largest_reg_flops = 512

[timing]
finalHoldViolCount = 0
max-slew-margin-rel = 0.455
slew_viol_final = 0
timing.final.crit_share = 0.489
fin_tns_setup_ps = 0
rsz0062_at_grt = false
fin_crit_ps = 9200
setup_violations = 0
fin_skew_ps = 5.85
clock.fmax_mhz = 109
tightestPinTransition_ps = 818

[yosys]
synth.distinct_cells = 48
synth.most_common_cell = mux2_2
ys_sh_mux = 0.275
ys_ff = 563
synth-async-reset-ratio = 1.00
dominantRegCellSynth = dfrtp_1
syn_area_um2 = 25700
yosys.area.top_type_share = 0.548
synthSimpleGateAreaFrac = 0.0507
ys_cells = 1923
topCellsByArea = dfrtp_1 55%, mux2_2 27%, a222oi_1 2.5%
ys_warn_count = 3
ys_sh_aoi = 0.0666
synthCells = 1923
ys_sh_xor = 0.0191
avgSynthCellArea_um2 = 13.4
synth_adder_area_share = 0.00730
largest_area_cell = dfrtp_1
ys_seq_share = 0.548
yosys_area_um2 = 25700
edf_count = 0
logic_family = multiplexers
synthTopCellsByCount = 624 x mux2_2, 563 x dfrtp_1, 150 x nand2_1

[global_routing]
grt_max_degree = 99
grt_pass1_wl_mm = 103
grt-ovfl-total = 0
grt_usage = 0.269
antenna_found_initial = 20
grt_pass1_vias = 17769

[drt]
drcViolationCount = 0
routed_wl_mm = 65.1
vias_per_cell = 5.62
routedWlPerCell_um = 21.7
drt_iter0_drc = 992
ant_nets = 0
vias = 16854
drt_first_pass_iters = 6

[setup_path]
rr_worst_depth = 9
cp.required_ps = 15040
cp-start-kind = register
ff2ff_setup_slack_ps = 15140
rr_endpoint = u_sync_fifo_256to64.buf_mem[4][5]
end_kind = primary output
crit_arrival_ps = 5440
r2r-start = u_sync_fifo_256to64.fifo_cnt[3]
critical_path.max_fanout = 56
crit_type = register to primary output

[placement]
globalplace.congestion = 0.826
placed_cells = 2879
port_buffers = 389
place_hpwl_mm = 41.6
placed_area_um2 = 30000

[die]
num_rows = 82
fp.dieH_um = 229
io_pins = 395
die_w_um = 229
fp_util = 0.510
coreArea_um2 = 50400
dieArea_um2 = 52300

[worst_hold_path]
hold_depth = 1
hp-start = u_sync_fifo_256to64.buf_mem[5][30]
hp-class = register to register
hold_path_end = u_sync_fifo_256to64.buf_mem[5][30]

[pwr]
leakagePower_nw = 13.1
power_density_nw_per_um2 = 184
total_power_mw = 5.90
ir_worst_vdd_uv = 95.7
[routing by layer]
layer  part of all wire  global-route usage  up-vias
li1                   -                   -     7796
met1               0.43               0.406     8519
met2               0.47               0.413      416
met3              0.071              0.0743      103
met4              0.021              0.0516       20
met5             0.0020                   0        -
[area by class of cell]
class	count	area [µm²]
Clock buffer	94	1860
Inverter	14	52.6
Clock inverter	16	136
Antenna cell	11	27.5
Tap cell	672	841
Timing Repair Buffer	423	4150
Multi-Input combinational cell	1207	10800
Sequential cell	563	14100
Fill cell	3803	18400
[worst max path at each step]
| stage | depth (start not counted) | slack [ps] | to | from |
|---|---|---|---|---|
| final | 9 | 9600 | axi2arb_wframe_data[59] | u_sync_fifo_256to64.rd_ptr[2] |
| after global routing | 9 | 9320 | axi2arb_wframe_data[62] | u_sync_fifo_256to64.rd_ptr[2] |
| after CTS | 9 | 9530 | axi2arb_wframe_data[76] | u_sync_fifo_256to64.rd_ptr[2] |
[metrics by stage]
step	setup slack [ps]	hold slack [ps]	utilization
floorplan	12790	468	-
global placement	10210	481	0.595
detailed placement	10190	487	0.595
CTS	9530	500	0.635
global route	9320	505	0.635
finish	9600	498	0.635
[placed cells by master (no fill, tap or decap), drive strengths merged, types with 4 or more instances in the layout]
cell type      count
mux2             624
dfrtp            563
clkdlybuf4s50    388
nand2            151
clkbuf            94
nor2              91
a222oi            64
a41oi             64
buf               35
xor2              30
o21ai             26
xnor2             24
nand3             18
inv               15
ha                15
a22oi             14
a32oi             13
nor3              13
clkinv            12
diode             11
and3              10
nand4              8
a21oi              6
and2               6
o211ai             5
nor2b              4
[critical path, cell delays in order, from the launching register on]
cell and delay, ps:
dfrtp_4 810, buf_4 680, and2_4 630, nor3_1 150, nand2_4 400, buf_4 540, buf_4 660, nor2_1 80
a41oi_1 190, clkdlybuf4s50_1 610
[where the power goes]
part           internal, mW  total, mW  switching (mW)  leakage [nW]
registers              1.83       2.18           0.352          6.70
logic                  1.50       2.54            1.04          5.38
clock network         0.701       1.18           0.476         0.997
total                  4.03       5.90            1.87          13.1
[logic make-up (layout without fill, tap and decap cells)]
family | count (synthesis) | after routing
flip-flops | 563 | 563
adder cells (fa/ha/maj) | 15 | 15
other | 1 | 12
buffers and inverters | 153 | 547
AND-OR/OR-AND | 203 | 203
XOR/XNOR | 54 | 54
multiplexers | 627 | 627
AND/OR/NAND/NOR | 307 | 307
Power and IR drop assume default switching activity.

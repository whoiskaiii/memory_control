==> design/flow/design.v <==
module sync_fifo_64to256 #(
  parameter DATA_WIDTH_I  = 64, 
  parameter DATA_WIDTH_O  = 256,
  parameter FIFO_DEPTH    = 8,
  parameter OUTPUT_MODE   = 0  
  )(
  input                           clk,
  input                           rst_n,
  input                           fifo_wr,
  input       [DATA_WIDTH_I-1:0]  fifo_din,
  output                          fifo_full,
  input                           fifo_rd,
  output  reg [DATA_WIDTH_O-1:0]  fifo_dout,
  output                          fifo_empty
  );
localparam  ADDR_WIDTH  = $clog2(FIFO_DEPTH);
reg [ADDR_WIDTH-1:0]  rd_ptr;
reg [ADDR_WIDTH-1:0]  wr_ptr;
reg [ADDR_WIDTH:0]    fifo_cnt;
reg [DATA_WIDTH_I-1:0]  buf_mem [0:FIFO_DEPTH-1];
integer i;
always @(posedge clk or negedge rst_n) begin
  if(!rst_n)
    for(i=0; i<FIFO_DEPTH; i=i+1)
      buf_mem[i]  <=  {DATA_WIDTH_I{1'b0}};
  else if(fifo_wr)
    buf_mem[wr_ptr] <=  fifo_din;
end
always @(posedge clk or negedge rst_n) begin
  if(!rst_n)
    wr_ptr  <=  'b0;
  else if(fifo_wr)
    wr_ptr  <=  wr_ptr + 'd1;
end
assign  fifo_full = (fifo_cnt == FIFO_DEPTH);
generate
  if(OUTPUT_MODE == 0)
    always @(*)
      fifo_dout = {buf_mem[rd_ptr], buf_mem[rd_ptr+1], buf_mem[rd_ptr+2], buf_mem[rd_ptr+3]};
  else begin
    always @(posedge clk or negedge rst_n) begin
      if(!rst_n)
        fifo_dout <=  'b0;
      else if (fifo_rd)
        fifo_dout <=  {buf_mem[rd_ptr], buf_mem[rd_ptr+1], buf_mem[rd_ptr+2], buf_mem[rd_ptr+3]};
    end
  end
endgenerate
always @(posedge clk or negedge rst_n) begin
  if(!rst_n)
    rd_ptr  <=  'b0;
  else if(fifo_rd)
    rd_ptr  <=  rd_ptr + 'd4;
end
assign  fifo_empty  = (fifo_cnt < 'd4);
always @(posedge clk or negedge rst_n) begin
  if(!rst_n) begin
    fifo_cnt  <=  'd0;
  end else if(fifo_wr & fifo_rd) begin
    fifo_cnt  <=  fifo_cnt - 'd3;
  end else if(fifo_wr) begin
    fifo_cnt  <=  fifo_cnt + 'd1;
  end else if(fifo_rd) begin
    fifo_cnt  <=  fifo_cnt - 'd4;
  end
end
endmodule
==> design/flow/run.sh <==
#!/bin/bash
# OpenROAD 26Q1-2900-gdf79404cd8, Yosys 0.63+post, stock flow scripts
make -C /OpenROAD-flow-scripts/flow DESIGN_CONFIG=/design/flow/config.mk WORK_HOME=/design/flow/orfs finish
==> design/flow/config.mk <==
export PLATFORM = sky130hd
export DESIGN_NAME = sync_fifo_64to256
export DESIGN_NICKNAME = sync_fifo_64to256
export VERILOG_FILES = /design/flow/design.v
export SDC_FILE = /design/flow/constraint.sdc
export NUM_CORES = 4
export LEC_CHECK = 1
export CORE_UTILIZATION = 40
==> design/flow/constraint.sdc <==
current_design sync_fifo_64to256

set clk_period 9.3
set clk_io_pct 0.2

create_clock -name clk0 -period $clk_period [get_ports {clk}]

set non_clock_inputs [all_inputs -no_clocks]
set_input_delay [expr $clk_period * $clk_io_pct] -clock clk0 $non_clock_inputs
set_output_delay [expr $clk_period * $clk_io_pct] -clock clk0 [all_outputs]
==> results.py <==
# Synthesis and PnR figures
metrics = {
    "place": {
        "place_area_um2": 26500,
        "io_buffers": 325,
        "globalplace.congestion": 0.792,
        "hpwl_um": 34300,
    },
    "final_timing": {
        "hold_viol_final": 0,
        "skew_ps": 9.69,
        "tns_ps": 0,
        "rsz0062_at_grt": "no",
        "finalCritPeriodShare": 0.602,
        "drv_slew": 0,
        "relSlewSlack": 0.449,
        "setup_viol": 0,
        "fmax_mhz": 179,
        "tightest_slew_ps": 827,
        "finalCriticalPeriod_ps": 5600,
    },
    "synth": {
        "area_leaders": "dfrtp_1 58%, mux2_2 38%, buf_2 1.2%",
        "top_cells_by_count": "768 x mux2_2, 520 x dfrtp_1, 56 x buf_2, 18 x clkbuf_8, 10 x ha_1",
        "ff_type": "dfrtp_1",
        "synthAoiAreaFrac": 0.00161,
        "yosys.area_share.adder": 0.00554,
        "yosysMostFrequentCell": "mux2_2",
        "top_area_cell": "dfrtp_1",
        "ys.flops": 520,
        "synth-simple-area-share": 0.00526,
        "synthArstFlopShare": 1.00,
        "yosys_cells": 1415,
        "top_area_frac": 0.576,
        "synth_chip_area_um2": 22600,
        "postSynthSeqShare": 0.576,
        "ys_sh_xor": 0.00233,
        "yosysWarnings": 2,
        "synthMuxAreaShare": 0.383,
        "avgSynthCellArea_um2": 16.0,
        "synth_cells": 1415,
        "ys_top_logic_family": "multiplexers",
        "syn_area_um2": 22600,
        "synth-edff-count": 0,
        "ys_types": 24,
    },
    "setup_path": {
        "path_buffers": 3,
        "path_cells": "buf_4 -> buf_4 -> mux2_2 -> clkdlybuf4s50_1",
        "cp_slowest_cell": "dfrtp_4",
        "r2r_slack_ps": 6740,
        "r2r.worst_path.cells": 4,
        "end_kind": "primary output",
        "cp_max_fo": 49,
        "startpoint_type": "flop",
        "required_ps": 7440,
        "crit_top_cell": "buf_4",
        "r2r_end": "buf_mem[2][14]",
        "arrival_ps": 3740,
        "slowest_delay_ps": 900,
        "path_delay_family": "buffers and inverters",
        "worstReg2RegStart": "wr_ptr[2]",
        "worstSetupPathType": "flop to primary output",
    },
    "routing": {
        "dr.max_layer_used": "met5",
        "vias": 12918,
        "routed_wl_um": 55100,
        "wl_met2_um": 26400,
        "drt_pre_antenna_iters": 4,
        "wl_met3_um": 2990,
        "antenna_cells": 0,
        "avgRoutedWirePerCell_um": 21.7,
        "ant_nets": 0,
        "route.detailed.drc": 0,
        "met1_length_um": 24600,
        "dr.first_iter.drc_count": 453,
        "vias_per_cell": 5.10,
    },
    "pwr": {
        "ir_worst_vdd_mv": 0.237,
        "switching_share": 0.266,
        "total_power_mw": 11.0,
        "switchingPower_mw": 2.92,
        "share_comb_of_total_power": 0.420,
        "pwr_density_cell_nw_per_um2": 386,
        "seq_power_share": 0.367,
        "internal_power_mw": 8.05,
        "p_leak_nw": 12.2,
        "pwr-share-clk": 0.214,
    },
    "grt": {
        "antenna_found_initial": 1,
        "grt_pass1_vias": 13722,
        "grt_max_degree": 124,
        "grt_pass1_wl_um": 83900,
        "overflow": 0,
        "grt_use_total": 0.203,
    },
    "cells_and_area": {
        "area_growth_pct": 25.9,
        "finish.utilization": 0.513,
        "drive_above_1_share": 0.499,
        "fin_area_um2": 28400,
    },
    "clocking": {
        "clk_latency_ps": 600,
        "cts.sinks": 520,
        "cts_htree_levels": 2,
        "cts_buffers": 57,
        "cts_resized": 0,
        "post_cts_buffers": 0,
        "cts_tree": "yes",
        "cts_hold_buf": 0,
        "clk_pin_slew_ps": 60,
        "ctsLongestPathBuffers": 3,
        "root_buffer": "clkbuf_16",
    },
    "worst_hold_path": {
        "hp-start": "buf_mem[4][41]",
        "hold_path_class": "flop to flop",
        "hold_path_depth": 1,
        "hold_end": "buf_mem[4][41]",
    },
    "die": {
        "row_count": 86,
        "chipArea_um2": 57400,
        "core-area_um2": 55400,
        "core_util_floorplan": 0.408,
        "dieWidth_um": 240,
        "io-pin-count": 326,
        "die_y_um": 240,
    },
    "job": {
        "openroad.warnings": 35,
        "maxCapViolations": 0,
    },
    "status": {
        "status": "finished, final reports clean",
    },
}
-- placed cells by master (no fill, tap or decap), types with 2 or more instances in the layout --
cell	n
mux2_2	768
dfrtp_1	519
clkdlybuf4s50_1	324
clkbuf_16	59
clkinv_2	16
buf_4	15
clkbuf_1	14
ha_1	10
clkbuf_8	10
inv_1	7
bufinv_16	7
nand2_4	5
xor2_1	4
nand2_1	4
nand3_4	3
buf_12	3
xnor2_1	2
o21ai_0	2
and2_1	2
-- per-stage QoR --
step	std cells	hold slack [ps]	setup slack, ps
global placement	2427	481	4320
finish	2535	496	3700
floorplan	1415	474	6210
global route	2535	506	3510
detailed placement	2427	487	4280
CTS	2535	500	3620
-- power groups by stage --
stage	Combinational, mW	Clock [mW]	Sequential [mW]
CTS	4.70	2.41	4.03
global route	4.96	2.50	4.16
finish	4.60	2.34	4.02
-- per-layer routing --
| metal | track usage | vias up |
|---|---|---|
| met4 | 0.0344 | 2 |
| met2 | 0.313 | 250 |
| met3 | 0.0463 | 77 |
| met5 | 0 | - |
| met1 | 0.310 | 6812 |
| li1 | - | 5777 |
-- flip-flops by register name, indices dropped and copies added, names as in the netlist --
name,flops
rd_ptr,1
buf_mem,512
fifo_cnt,4
wr_ptr,3
-- how the worst max path moves through the flow --
| stage | start | endpoint | slack [ps] | cells past startpoint |
|---|---|---|---|---|
| 6_report | rd_ptr[2] | fifo_dout[72] | 3700 | 4 |
| 5_1_grt | rd_ptr[2] | fifo_dout[9] | 3510 | 4 |
| 4_1_cts | rd_ptr[2] | fifo_dout[72] | 3620 | 4 |
-- layout make-up --
class | count | area, um^2
clock inverters | 25 | 308
repair buffers | 343 | 3430
multi-input cells | 809 | 9040
fillers | 4623 | 27000
clock buffers | 83 | 1670
inverters | 7 | 26.3
flip-flops and latches | 520 | 13000
well taps | 748 | 936
-- cells by family (layout without fill, tap and decap cells) --
| logic type | Yosys count | count (layout) |
|---|---|---|
| buffers and inverters | 86 | 458 |
| multiplexers | 769 | 769 |
| flip-flops | 520 | 520 |
| AND/OR/NAND/NOR | 19 | 19 |
| XOR/XNOR | 6 | 6 |
| adder cells (fa/ha/maj) | 10 | 10 |
| AND-OR/OR-AND | 5 | 5 |
Power is estimated from default activity; no workload was simulated.
